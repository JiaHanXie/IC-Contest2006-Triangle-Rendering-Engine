$ cat design.v
module MEM(
		input 				clk,
		input 				rst,
		input		[2:0]	Xi,
		input		[2:0]	Yi,
		input		[2:0]	enable,
		output	reg	[5:0]	P1,
		output	reg	[5:0]	P2,
		output	reg	[5:0]	P3
		);
	always@(posedge clk or posedge rst)begin
		if(rst)begin
			P1<=6'd0;
		end else if(enable[0])begin
			P1<={Yi,Xi};
		end
	end
	always@(posedge clk or posedge rst)begin
		if(rst)begin
			P2<=6'd0;
		end else if(enable[1])begin
			P2<={Yi,Xi};
		end
	end
	always@(posedge clk or posedge rst)begin
		if(rst)begin
			P3<=6'd0;
		end else if(enable[2])begin
			P3<={Yi,Xi};
		end
	end
endmodule
module PE(
		input			[5:0]	P1,
		input			[5:0]	P2,
		input			[5:0]	P3,
		input			[2:0]	X_Test,
		input			[2:0]	Y_Test,
		input					Flag,
		output	wire			po
		);
	wire			LR; 
	wire	[3:0]	y0y2;
	wire	[3:0]	x3x2;
	wire	[3:0]	y3y2;
	wire	[3:0]	x0x2;
	wire	[3:0]	y1y2;
	wire	[3:0]	x1x2;
	wire	[2:0]	M_y0y2;
	wire	[2:0]	M_x3x2;
	wire	[2:0]	M_y3y2;
	wire	[2:0]	M_x0x2;
	wire	[2:0]	M_y1y2;
	wire	[2:0]	M_x1x2;
	wire	[3:0]	SM_y0y2;
	wire	[3:0]	SM_x3x2;
	wire	[3:0]	SM_y3y2;
	wire	[3:0]	SM_x0x2;
	wire	[3:0]	SM_y1y2;
	wire	[3:0]	SM_x1x2;
	wire	[5:0]	MAG_A;
	wire	[5:0]	MAG_B;
	wire	[5:0]	MAG_C;
	wire	[5:0]	MAG_D;
	wire			SIGN_A;
	wire			SIGN_B;
	wire			SIGN_C;
	wire			SIGN_D;
	wire			MALTB;
	wire			MASTB;
	wire			MAETB;
	wire			MCLTD;
	wire			MCSTD;
	wire			MCETD;
	reg				ALTB;
	reg				ASTB;
	reg				AETB;
	reg				CLTD;
	reg				CSTD;
	reg				CETD;
	wire			po_;
	assign	LR=(P2[2:0]>P1[2:0]);
	assign	y0y2=Y_Test-P2[5:3]; 
	assign	x3x2=P3[2:0]-P2[2:0];
	assign	y3y2=P3[5:3]-P2[5:3];
	assign	x0x2=X_Test-P2[2:0];
	assign	y1y2=P1[5:3]-P2[5:3];
	assign	x1x2=P1[2:0]-P2[2:0];
	assign  M_y0y2=(y0y2[3])?(~y0y2[2:0]+3'd1):y0y2[2:0]; 
	assign  M_x3x2=(x3x2[3])?(~x3x2[2:0]+3'd1):x3x2[2:0];
	assign  M_y3y2=(y3y2[3])?(~y3y2[2:0]+3'd1):y3y2[2:0];
	assign  M_x0x2=(x0x2[3])?(~x0x2[2:0]+3'd1):x0x2[2:0];
	assign  M_y1y2=(y1y2[3])?(~y1y2[2:0]+3'd1):y1y2[2:0];
	assign  M_x1x2=(x1x2[3])?(~x1x2[2:0]+3'd1):x1x2[2:0];
	assign	SM_y0y2={y0y2[3],M_y0y2}; 
	assign	SM_x3x2={x3x2[3],M_x3x2};
	assign	SM_y3y2={y3y2[3],M_y3y2};
	assign	SM_x0x2={x0x2[3],M_x0x2};
	assign	SM_y1y2={y1y2[3],M_y1y2};
	assign	SM_x1x2={x1x2[3],M_x1x2};
	assign	MAG_A=SM_y0y2[2:0]*SM_x3x2[2:0]; 
	assign	MAG_B=SM_y3y2[2:0]*SM_x0x2[2:0];
	assign	MAG_C=SM_y1y2[2:0]*SM_x0x2[2:0];
	assign	MAG_D=SM_y0y2[2:0]*SM_x1x2[2:0];
	assign	SIGN_A=SM_y0y2[3]^SM_x3x2[3]; 
	assign	SIGN_B=SM_y3y2[3]^SM_x0x2[3];
	assign	SIGN_C=SM_y1y2[3]^SM_x0x2[3];
	assign	SIGN_D=SM_y0y2[3]^SM_x1x2[3];
	assign	MALTB=(MAG_A>MAG_B);
	assign	MASTB=(MAG_A<MAG_B);
	assign	MAETB=(MAG_A==MAG_B);
	assign	MCLTD=(MAG_C>MAG_D);
	assign	MCSTD=(MAG_C<MAG_D);
	assign	MCETD=(MAG_C==MAG_D);
	always@(*)begin
		case({SIGN_A,SIGN_B})
			2'b00:begin
				ALTB=MALTB;
				ASTB=MASTB;
				AETB=MAETB;
			end
			2'b01:begin
				ALTB=1'b1;
				ASTB=1'b0;
				AETB=MAETB;
			end
			2'b10:begin
				ALTB=1'b0;
				ASTB=1'b1;
				AETB=MAETB;
			end
			2'b11:begin
				ALTB=~MALTB;
				ASTB=~MASTB;
				AETB=MAETB;
			end
			default:begin
				ALTB=1'bx;
				ASTB=1'bx;
				AETB=1'bx;
			end
		endcase
	end
	always@(*)begin
		case({SIGN_C,SIGN_D})
			2'b00:begin
				CLTD=MCLTD;
				CSTD=MCSTD;
				CETD=MCETD;
			end
			2'b01:begin
				CLTD=1'b1;
				CSTD=1'b0;
				CETD=MCETD;
			end
			2'b10:begin
				CLTD=1'b0;
				CSTD=1'b1;
				CETD=MCETD;
			end
			2'b11:begin
				CLTD=~MCLTD;
				CSTD=~MCSTD;
				CETD=MCETD;
			end
			default:begin
				CLTD=1'bx;
				CSTD=1'bx;
				CETD=1'bx;
			end
		endcase
	end
	assign	po_=((LR)?(ALTB|AETB):(ASTB|AETB))&((LR)?(CLTD|CETD):(CSTD|CETD));
	assign	po=(po_&Flag);
endmodule
module FSM(
		input				clk,
		input				rst,
		input				nt,
		output	reg			busy,
		output	reg	[2:0]	enable4mem,
		output	wire		flag4pe,
		output	wire		run,
		input				finish
		);
	reg	[2:0]	state;
	reg	[2:0]	next_state;
	wire		AtCalc_state;
	always@(posedge clk or posedge rst)begin
		if(rst)begin
			state<=3'd0;
		end else begin
			state<=next_state;
		end
	end
	always@(*)begin
		case(state)
			3'd0:begin
				next_state=(nt)?3'd1:state;
			end
			3'd1:begin
				next_state=3'd2;
			end
			3'd2:begin
				next_state=3'd3;
			end
			3'd3:begin
				next_state=(finish)?3'd4:state;
			end
			3'd4:begin
				next_state=3'd0;
			end
			default:begin
				next_state=state;
			end
		endcase
	end
	always@(*)begin
		if(state==3'd0)begin
			busy=1'b0;
		end else begin
			busy=1'b1;
		end
	end
	always@(*)begin
		case(state)
			3'd0:begin
				enable4mem=3'b001;
			end
			3'd1:begin
				enable4mem=3'b010;
			end
			3'd2:begin
				enable4mem=3'b100;
			end
			default:begin
				enable4mem=3'b000;
			end
		endcase
	end
	assign	AtCalc_state=(state==3'd3)?1'b1:1'b0;
	assign	flag4pe=AtCalc_state;
	assign	run=AtCalc_state;
endmodule
module Counter(
		input 					clk,
		input 					rst,
		input 			[2:0]	X1,
		input 			[2:0]	X2,
		input 			[2:0]	Y1,
		input 			[2:0]	Y3,
		input 					run,
		output	reg		[2:0]	X_Test,
		output	reg		[2:0]	Y_Test,
		output	wire			finish
		);
	reg		[2:0]	next_X_Test;
	reg		[2:0]	next_Y_Test;
	wire	[2:0]	X_begin;
	wire	[2:0]	X_end;
	wire	[2:0]	Y_begin;
	wire	[2:0]	Y_end;
	wire			LR; 
	wire			notpo;
	assign	LR=(X2>X1);
	assign	X_begin=(LR)?X1:X2;
	assign	X_end=(LR)?X2:X1;
	assign	Y_begin=Y1;
	assign	Y_end=Y3;
	assign	finish=((X_Test==X1)&&(Y_Test==Y3))?1'b1:1'b0;
	always@(posedge clk or posedge rst)begin
		if(rst)begin
			X_Test<=3'd0;
		end else if(run)begin
			X_Test<=next_X_Test;
		end else begin
			X_Test<=X_begin;
		end
	end
	always@(posedge clk or posedge rst)begin
		if(rst)begin
			Y_Test<=3'd0;
		end else if(run)begin
			Y_Test<=next_Y_Test;
		end else begin
			Y_Test<=Y_begin;
		end
	end
	always@(*)begin
		if((X_Test==X_end)&&(Y_Test==Y_end))begin
			next_X_Test=X_Test;
		end else if((X_Test==X_end))begin
			next_X_Test=X_begin;
		end else begin
			next_X_Test=X_Test+3'd1;
		end
	end
	always@(*)begin
		if((X_Test==X_end)&&(Y_Test==Y_end))begin
			next_Y_Test=Y_Test;
		end else if((X_Test==X_end))begin
			next_Y_Test=Y_Test+3'd1;
		end else begin
			next_Y_Test=Y_Test;
		end
	end
endmodule
module CTL(
		input					clk,
		input					rst,
		input					nt,
		input			[2:0]	X1,
		input			[2:0]	Y1,
		input			[2:0]	X2,
		input			[2:0]	Y3,
		output	wire			busy,
		output	wire	[2:0]	X_Test,
		output	wire	[2:0]	Y_Test,
		output	wire	[2:0]	enable4mem,
		output	wire			flag
		);
	wire	run;
	wire	finish;
	FSM FSM(
		.clk(clk),
		.rst(rst),
		.nt(nt),
		.busy(busy),
		.enable4mem(enable4mem),
		.flag4pe(flag),
		.run(run),
		.finish(finish)
		);
	Counter Counter(
		.clk(clk),
		.rst(rst),
		.X1(X1),
		.X2(X2),
		.Y1(Y1),
		.Y3(Y3),
		.run(run),
		.X_Test(X_Test),
		.Y_Test(Y_Test),
		.finish(finish)
		);
endmodule
module triangle (clk, reset, nt, xi, yi, busy, po, xo, yo);
   input clk, reset, nt;
   input [2:0] xi, yi;
   output wire			busy, po;
   output wire	[2:0] 	xo, yo;
	wire	[2:0]	enable;
	wire	[5:0]	P1;
	wire	[5:0]	P2;
	wire	[5:0]	P3;
	wire			flag;
	MEM MEM(
		.clk(clk),
		.rst(reset),
		.Xi(xi),
		.Yi(yi),
		.enable(enable),
		.P1(P1),
		.P2(P2),
		.P3(P3)
		);
	PE PE(
		.P1(P1),
		.P2(P2),
		.P3(P3),
		.X_Test(xo),
		.Y_Test(yo),
		.Flag(flag),
		.po(po)
		);
	CTL CTL(
		.clk(clk),
		.rst(reset),
		.nt(nt),
		.X1(P1[2:0]),
		.Y1(P1[5:3]),
		.X2(P2[2:0]),
		.Y3(P3[5:3]),
		.busy(busy),
		.X_Test(xo),
		.Y_Test(yo),
		.enable4mem(enable),
		.flag(flag)
		);
endmodule
$ cat run.sh
#!/bin/bash
# OpenROAD 26Q1-2900-gdf79404cd8, Yosys 0.63+post, stock flow scripts
make -C /OpenROAD-flow-scripts/flow DESIGN_CONFIG=/design/flow/config.mk WORK_HOME=/design/flow/orfs finish
$ cat config.mk
export PLATFORM = sky130hd
export DESIGN_NAME = triangle
export DESIGN_NICKNAME = triangle
export VERILOG_FILES = /design/flow/design.v
export SDC_FILE = /design/flow/constraint.sdc
export NUM_CORES = 4
export LEC_CHECK = 1
export CORE_UTILIZATION = 30
$ cat constraint.sdc
current_design triangle

set clk_period 7.0
set clk_io_pct 0.2

create_clock -name clk0 -period $clk_period [get_ports {clk}]

set non_clock_inputs [all_inputs -no_clocks]
set_input_delay [expr $clk_period * $clk_io_pct] -clock clk0 $non_clock_inputs
set_output_delay [expr $clk_period * $clk_io_pct] -clock clk0 [all_outputs]
==> results.yml <==
# synthesis and place-and-route metrics
critical_path:
  arrival_ns: 5.36
  r2r_setup_slack_ns: 3.83
  crit_path_start_kind: "flip-flop"
  worstPathCellList: "ha_4 > inv_1 > fa_1 > inv_1 > ha_1 > nor2_1 > xnor2_1 > buf_4 > or2_4 > fa_1 > inv_1 > ha_2 > inv_2 > fa_2 > xnor2_2 > ha_4 > nand4_1 > a21oi_2 > a211oi_2 > mux2i_1 > mux2i_1 > o211a_1 > clkdlybuf4s50_1"
  reg2reg_from: "MEM.P2[1]$_DFFE_PP0P_"
  critPathMaxFanout: 5
  crit_path_end: "po"
  cp_slowest_cell: "fa_1"
  r2r_cells: 10
  startpoint: "MEM.P2[0]$_DFFE_PP0P_"
  cp_common_cell: "inv_1"
  critPathKind: "reg2out"
  endpoint_kind: "output pin"
  reg2reg_to: "CTL.Counter.X_Test[2]$_DFFE_PP0P_"
  critPathMaxStageDelay_ns: 0.55
  required_ns: 5.60
synthesis:
  top_cells_by_count: "ha_1, inv_1, nor2_1"
  top_area_cell: "ha_1"
  ys_types: 38
  avgSynthCellArea_sq_um: 9.24
  top_cells_by_area: "ha_1, dfrtp_1, fa_1, inv_1, xnor2_1"
  syn_area_sq_um: 3230
  synthMostInstantiatedCell: "ha_1"
  async_flop_share: 1.00
  top_area_frac: 0.233
  synth_cells: 349
  synth_stat.cells: 349
  ys_ff: 29
  ys_seq_frac: 0.225
  yosys_area_sq_um: 3230
  synth_top_flop_cell: "dfrtp_1"
  ys_warn_count: 4
  edf_count: 0
timing:
  fmax_ghz: 0.148
  tns_ns: 0
  setup_violations: 0
  slew_headroom: 0.696
  layout_setup_ws_ns: 0.242
  tightest_slew_ns: 0.456
  timing.final.crit_share: 0.965
  maxSlewViolCount: 0
  hold_viol_final: 0
  skew_ns: 0.00745
  fin_crit_ns: 6.76
layout:
  fillers: 1017
  syn2layout_area_growth_pct: 24.9
  drive_above_1_share: 0.256
placed_design:
  gp_congestion: 0.868
  portBuffers: 16
  pre_cts_slack_ns: 0.234
  dp.final_hpwl_um: 5210
drt:
  viasPerCell: 4.56
  ant_nets: 0
  vias: 2405
  drt_wl_total_um: 6440
  drcViolationCount: 0
  wl_per_cell_um: 12.2
  num_antenna_cells: 0
  firstDrtPassIters: 4
  first_iter_violations: 37
clock_network:
  clock.latency.late_pin_ns: 0.28
  cts_buffers: 5
  hold_buffers: 0
  h-tree-depth: 2
  cts.sinks: 29
  tritoncts: "built"
  cts_buffer_depth: 2
  clk_pin_slew_worst_paths_ns: 0.05
  root_buffer: "clkbuf_8"
run:
  maxCapViolCount: 0
  warnings: 27
global_route:
  grt_pass1_vias: 2323
  overflow: 0
  grt_pass1_wl_um: 10900
  grt_max_degree: 30
  antenna_found_initial: 0
  track_usage: 0.122
hold_path:
  hold_class: "reg2reg"
die:
  fp.dieH_um: 106
  core-area_sq_um: 10400
  initial_core_util: 0.311
  die_area_sq_um: 11200
  io_pins: 17
  die_width_um: 106
  rows: 37
status:
  status: "finished clean"
timing repair:
item / 4_1_cts / 5_1_grt
gates resized: 1 / 51
buffers inserted: 0 / 17
setup endpoints to repair: 1 / 1
pin swaps: 1 / 26
how the worst min path moves through the flow:
stage | from | end | slack, ns | cells after the start
CTS | CTL.FSM.state[1]$_DFF_PP0_ | CTL.FSM.state[0]$_DFF_PP1_ | 0.46 | 1
finish | CTL.FSM.state[1]$_DFF_PP0_ | CTL.FSM.state[0]$_DFF_PP1_ | 0.46 | 1
global route | CTL.FSM.state[1]$_DFF_PP0_ | CTL.FSM.state[0]$_DFF_PP1_ | 0.49 | 1
cells by family after synthesis:
family / synth area share
simple gates: 0.140
fa+ha+maj: 0.326
buf+inv: 0.0652
compound gates: 0.0834
xor+xnor: 0.0842
flops: 0.225
mux: 0.0764
layer usage:
layer,GRT usage,up-vias,wire length [um]
li1,-,1243,-
met1,0.178,1135,3220
met2,0.208,21,3040
met3,0.0126,6,115
met4,0.00992,0,63
met5,0,-,0
layout make-up:
class	instances	area, sq um	share of cell area
well taps	136	170	0.0422
inverters	49	188	0.0466
clock inverters	2	35.0	0.00870
multi-input cells	266	2490	0.619
repair buffers	39	340	0.0845
flip-flops and latches	29	731	0.181
clock buffers	6	72.6	0.0180
worst max-delay path, delay by kind of cell, from the launching register on:
family	cells	cell delay, ns
multiplexers	2	0.44
AND-OR/OR-AND	3	0.44
AND/OR/NAND/NOR	3	0.48
XOR/XNOR	2	0.33
flip-flops	1	0.46
adder cells (fa/ha/maj)	7	2.11
buffers and inverters	6	0.82
cell usage in the layout (no fill, tap or decap), types with 2 or more instances in the layout:
| master | Yosys | routed |
|---|---|---|
| inv_1 | 49 | 42 |
| clkdlybuf4s50_1 | 0 | 16 |
| dfrtp_1 | 28 | 25 |
| nor2_2 | 0 | 3 |
| nor2_1 | 35 | 32 |
| or2_2 | 14 | 11 |
| ha_2 | 0 | 3 |
| inv_2 | 0 | 6 |
| ha_4 | 0 | 7 |
| and2_1 | 2 | 2 |
| a21oi_1 | 16 | 13 |
| o21bai_1 | 2 | 2 |
| clkbuf_8 | 0 | 5 |
| a21o_1 | 6 | 6 |
| nand3_1 | 5 | 5 |
| fa_2 | 0 | 5 |
| ha_1 | 60 | 50 |
| mux2_2 | 9 | 9 |
| xor2_1 | 12 | 12 |
| or2_4 | 0 | 3 |
| o21ai_1 | 1 | 2 |
| nand2b_1 | 2 | 2 |
| nand4_1 | 2 | 2 |
| buf_6 | 1 | 2 |
| a221oi_1 | 2 | 2 |
| xnor2_2 | 0 | 6 |
| mux2i_1 | 13 | 12 |
| nand2_1 | 21 | 21 |
| nand3b_1 | 4 | 4 |
| o21ai_0 | 11 | 10 |
| xnor2_1 | 19 | 13 |
| dfrtp_2 | 0 | 3 |
| fa_1 | 15 | 10 |
| a211oi_2 | 0 | 2 |
| a21oi_2 | 1 | 4 |
| buf_4 | 0 | 21 |
sequential cells by signal (all words and copies together) (netlist names):
signal and count:
CTL.Counter.X_Test 3, MEM.P1 6, CTL.Counter.Y_Test 3, CTL.FSM.state 5, MEM.P2 6, MEM.P3 6
through the flow:
stage / cell area [sq um] / util / hold slack (ns) / cells
floorplan: 3230 / - / 0.352 / 349
global placement: 3570 / 0.345 / 0.439 / 502
detailed placement: 3570 / 0.345 / 0.438 / 502
CTS: 3690 / 0.356 / 0.459 / 510
global route: 4030 / 0.389 / 0.490 / 527
finish: 4030 / 0.389 / 0.461 / 527
